## flow/run.sh

```bash
#!/bin/bash
# OpenROAD 26Q1-2900-gdf79404cd8, Yosys 0.63+post, stock flow scripts
make -C /OpenROAD-flow-scripts/flow DESIGN_CONFIG=/design/flow/config.mk WORK_HOME=/design/flow/orfs finish
```

## flow/config.mk

```make
export PLATFORM = sky130hd
export DESIGN_NAME = timer1
export DESIGN_NICKNAME = timer1
export VERILOG_FILES = /design/flow/design.v
export SDC_FILE = /design/flow/constraint.sdc
export NUM_CORES = 4
export LEC_CHECK = 1
export CORE_AREA = 10 10 98 98
export DIE_AREA = 0 0 108 108
```

## flow/constraint.sdc

```tcl
current_design timer1

set clk_period 2.7
set clk_io_pct 0.2

create_clock -name clk0 -period $clk_period [get_ports {clk}]

set non_clock_inputs [all_inputs -no_clocks]
set_input_delay [expr $clk_period * $clk_io_pct] -clock clk0 $non_clock_inputs
set_output_delay [expr $clk_period * $clk_io_pct] -clock clk0 [all_outputs]
```

## flow/design.v

```verilog
module timer1(clk, rst, start_timer1, time_up1);
input clk,rst;
input start_timer1;
output reg time_up1;
reg [31:0] counter;
always @(posedge clk or posedge rst) begin
	if(rst) begin
		counter <= 0;
		time_up1 <= 0;
	end
	else begin
		if(start_timer1) begin
			if(counter < 32'd10)
				counter <= counter + 1;
			else
				counter <= counter;
		end
		else begin
			counter <= 0;
		end
		time_up1 <= (counter == 32'd10);
		end
	end
endmodule
```

==> run summary <==
Reports from this run.

- The ratio of total power to cell area is 586 nW/um^2.
- Once the clock tree was built, the setup fixing pass inserted 0 buffers.
- The layout cell share with drive strength beyond 1 reads 0.133.
- The buffer depth of the longest clock path reads 2.
- The routed design shows a wire length per standard cell of 8.38 um.
- The largest driver fanout on the critical path reads 6.
- The relative slew slack reads 0.493.
- The boundary pin count reads 4.
- The HPWL after detailed placement reads 1.14 mm.
- The data required time of the worst path reads 2.90 ns.
- Synthesis produced a netlist whose cell count is 96.
- The number of antenna violations at the first check in global routing is 0.
- The chip width reads 108 um.
- The worst supply voltage drop on vdd reads 0.151 mV.
- The insertion delay of the later-clocked pin in the worst-skew pair is 0.28 ns.
- The detailed router reported a total wirelength of 1.74 mm.
- The overall chip area reads 11700 um^2.
- The setup violation total in the final timing report is 0.
- TritonCTS built the clock tree.
- The top-area cell type share of the netlist area reads 0.655.
- The number of iterations in the first detailed-routing pass reads 4.
- The synthesis-to-finish area growth is 18.8%.
- The maximum number of pins on one net before global-route repair reads 34.
- The final timing report lists a max-slew violation count of 0.
- The initial cell density of the core is 0.165.
- The number of warnings issued by yosys reads 1.
- The data arrival time of the critical path reads 1.98 ns.
- The kind of capture point of the worst setup path reads a flip-flop.
- The total cells reported by yosys after synthesis reads 96.
- The slew at the pin with the worst max-slew slack is 0.758 ns.
- The number of cell rows is 32.
- STA classifies the critical path startpoint as a flip-flop.
- The number of buffers added to fix hold violations after cts reads 0.
- The worst clock skew is 0.00323 ns.
- The run reported a max-capacitance violation count of 0.
- The post-synth design cell area is 1260 um^2.
- After the first detailed-routing iteration, the DRC count stood at 17.
- The CTS log lists the clock sinks for this run as 33.
- The number of global-route vias before repair reads 719.
- The y dimension of the die is 108 um.
- The total grt overflow is 0.
- In the final timing run, aggregate negative setup slack is 0 ns.
- The hold violation total from the final report is 0.
- Summed over all instances, the cell type with the most area after synthesis is sky130_fd_sc_hd__dfrtp_1.
- Once layout is complete, the utilization of the core stands at 0.196.
- The leakage component of the power is 0.717 nW.
- The number of vias after detailed routing is 695.
- The final critical path time including I/O delays and setup reads 1.78 ns.
- The CTS report gives the tree buffer count as 5.
- The number of DRC violations after detailed routing reads 0.
- Setup repair after global routing left no endpoint under its margin.
- The first global-routing pass estimated 3.20 mm of wire.
- The number of input and output port buffers inserted reads 3.
- The maximum level of the CTS H-tree reads 2.
- The per-cell via count in the routed design is 3.36.
- Looking at the worst setup and hold paths, the clock pins of their registers show a slew of 0.06 ns.
- The number of different library cells used by synthesis comes to 20.
- The highest clock rate is 560 MHz.
- The post-detailed-route count of antenna-violating nets is 0.
- Total global-route track usage over all layers is 0.0329.
- The class of the most critical hold timing path is flip-flop to flip-flop.
- The register bit count reported by yosys reads 33.
- After synthesis, the cell types taking the most area are sky130_fd_sc_hd__dfrtp_1 (66%), sky130_fd_sc_hd__and2_1 (13%), sky130_fd_sc_hd__nor4_4 (3.4%).
- The area of the core region is 7650 um^2.
- The chip area in the Yosys report reads 1260 um^2.
- Summing over the stages, the warning tally comes to 26.
- The post-synthesis average cell area reads 13.1 um^2.
- Once the clock tree was built, the resizer swapped 0 gates to a different size.
- The root buffer cell reads sky130_fd_sc_hd__clkbuf_8.
- The sequential fraction of the synthesis area is 0.655.
- The flow ran to the end, and the final reports show no timing, DRC or antenna violations.
- The final timing summary puts the cycle share of the worst path at 0.661.
- The type of the worst setup path reads flip-flop to flip-flop.
- The antenna diode count reads 0.
- The last weighted congestion value of the routability-driven placer is 0.741.
cell usage after synthesis, drive strengths merged:
| master | instances |
|---|---|
| nand3b | 1 |
| nand3 | 1 |
| ha | 2 |
| o21a | 1 |
| nand4 | 2 |
| clkbuf | 3 |
| o21ai | 3 |
| a21oi | 3 |
| dfrtp | 33 |
| nor4 | 9 |
| or4 | 2 |
| o31ai | 1 |
| inv | 4 |
| or3 | 2 |
| nand2 | 1 |
| and2 | 28 |
worst paths after layout:
path | endpoint | from | slack [ns] | cells after the start
max in group asynchronous | counter[22] | rst | 1.78 | 3
min in group asynchronous | counter[17] | rst | 0.63 | 3
worst min-delay path | counter[9] | counter[9] | 0.49 | 1
worst max-delay path | counter[2] | counter[7] | 0.92 | 4
worst min register to register | counter[9] | counter[9] | 0.49 | 1
worst max register to register | counter[2] | counter[7] | 0.92 | 4
power breakdown:
group	switching [mW]	leakage [nW]	internal, mW
Sequential	0.00462	0.459	0.498
Combinational	0.0185	0.214	0.00949
Clock	0.168	0.0450	0.178
final cells by class:
cell class	count	area, um^2
timing repair buffer	4	37.5
clock inverter	2	10.0
fill	809	6150
sequential	33	826
clock buffer	6	72.6
tap	102	128
multi-input combinational	56	408
inverter	4	15.0
cell families (layout without fill, tap and decap cells):
kind of cell	Yosys count	count (layout)	synth area share
and+or+nand+nor	46	46	0.268
DFF	33	33	0.655
adders and majority gates	2	2	0.0199
AOI/OAI and AO/OA	8	8	0.0357
buffers and inverters	7	16	0.0208
per-stage QoR:
stage                     instances  cell area (um^2)  hold WS [ns]  setup slack (ns)  total power, mW
after floorplan                  96              1260         0.454              1.17            0.531
after global placement          199              1410         0.471             0.790            0.541
after detailed placement        199              1410         0.474             0.759            0.541
after CTS                       207              1500         0.493             0.933            0.892
after global routing            207              1500         0.516             0.763            0.919
final                           207              1500         0.492             0.915            0.877
sequential cells by signal (all words and copies together) (netlist names):
name	count
counter	32
time_up1	1
layer usage:
layer | global-route usage | up-vias | share of wire
li1 | - | 344 | -
met1 | 0.0474 | 336 | 0.51
met2 | 0.0470 | 11 | 0.43
met3 | 0.0108 | 4 | 0.029
met4 | 0.00763 | 0 | 0.035
met5 | 0 | - | 0
cells in the final DEF, fill, tap and decap left out:
master | netlist | final
sky130_fd_sc_hd__and2_1 | 27 | 27
sky130_fd_sc_hd__nor4_1 | 5 | 5
sky130_fd_sc_hd__clkbuf_8 | 0 | 5
sky130_fd_sc_hd__inv_1 | 4 | 4
sky130_fd_sc_hd__nand4_2 | 1 | 1
sky130_fd_sc_hd__nand3b_1 | 1 | 1
sky130_fd_sc_hd__buf_4 | 0 | 1
sky130_fd_sc_hd__clkinv_2 | 0 | 2
sky130_fd_sc_hd__clkdlybuf4s50_1 | 0 | 3
sky130_fd_sc_hd__or4_1 | 2 | 2
sky130_fd_sc_hd__nor4_4 | 2 | 2
sky130_fd_sc_hd__nand3_1 | 1 | 1
sky130_fd_sc_hd__ha_1 | 2 | 2
sky130_fd_sc_hd__nor4_2 | 2 | 2
sky130_fd_sc_hd__dfrtp_1 | 33 | 33
sky130_fd_sc_hd__nand2_1 | 1 | 1
sky130_fd_sc_hd__o21a_1 | 1 | 1
sky130_fd_sc_hd__nand4_1 | 1 | 1
sky130_fd_sc_hd__a21oi_1 | 3 | 3
sky130_fd_sc_hd__clkbuf_1 | 3 | 1
sky130_fd_sc_hd__or3_1 | 2 | 2
sky130_fd_sc_hd__and2_2 | 1 | 1
sky130_fd_sc_hd__o21ai_0 | 3 | 3
sky130_fd_sc_hd__o31ai_1 | 1 | 1
worst max-delay path: stages (launching register included):
cell and delay, ns:
sky130_fd_sc_hd__dfrtp_1 0.37, sky130_fd_sc_hd__nor4_1 0.44, sky130_fd_sc_hd__nand4_1 0.26, sky130_fd_sc_hd__or4_1 0.45
sky130_fd_sc_hd__a21oi_1 0.18
Power is estimated from default activity; no workload was simulated.
