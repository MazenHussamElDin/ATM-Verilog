==> flow/design.v <==
module timer(clk, rst, start_timer, time_up);
input clk,rst;
input start_timer;
output reg time_up;
reg [31:0] counter;
always @(posedge clk or posedge rst) begin
	if(rst) begin
		counter <= 0;
		time_up <= 0;
	end
	else begin
		if(start_timer) begin
			if(counter < 32'd1)
				counter <= counter + 1;
			else
				counter <= counter;
		end
		else begin
			counter <= 0;
		end
		time_up <= (counter == 32'd1);
		end
	end
endmodule
==> flow/run.sh <==
#!/bin/bash
# OpenROAD 26Q1-2900-gdf79404cd8, Yosys 0.63+post, stock flow scripts
make -C /OpenROAD-flow-scripts/flow DESIGN_CONFIG=/design/flow/config.mk WORK_HOME=/design/flow/orfs finish
==> flow/config.mk <==
export PLATFORM = sky130hd
export DESIGN_NAME = timer
export DESIGN_NICKNAME = timer
export VERILOG_FILES = /design/flow/design.v
export SDC_FILE = /design/flow/constraint.sdc
export NUM_CORES = 4
export LEC_CHECK = 1
export CORE_AREA = 10 10 97 97
export DIE_AREA = 0 0 107 107
==> flow/constraint.sdc <==
current_design timer

set clk_period 5.0
set clk_io_pct 0.2

create_clock -name clk0 -period $clk_period [get_ports {clk}]

set non_clock_inputs [all_inputs -no_clocks]
set_input_delay [expr $clk_period * $clk_io_pct] -clock clk0 $non_clock_inputs
set_output_delay [expr $clk_period * $clk_io_pct] -clock clk0 [all_outputs]
==> ci_impl_report.md <==
### Flow metrics

| Metric | Value |
|---|---|
| Min-Delay Path Class | `reg -> reg` |
| Buffer count from post-CTS setup fixing | `0` |
| Synth top area share | `67.1%` |
| Final setup fails | `0` |
| Hold slack final | `0.488 ns` |
| Setup crit start kind | `primary input` |
| Leak | `0.715 nW` |
| Yosys cell count | `95` |
| Final period util | `~40%` |
| Final setup TNS | `0 ns` |
| Logic pwr share | `around an eighth` |
| WL final | `1.75 mm` |
| Die area | `0.0114 mm2` |
| FP Core Util | `between 15 and 20%` |
| Die H | `~110 um` |
| Num CTS Buffers | `5` |
| FF-to-FF path depth | `4` |
| Seq/Total Area, Yosys | `approximately 67%` |
| Largest net degree at the start of global routing | `34` |
| Vias after detailed routing | `about 660` |
| Metal-1 WL | `approximately 900 um` |
| VDD IR max | `around 0.00011 V` |
| Status | `complete, no violations` |
| Wire per inst | `8.63 um` |
| Max cap viols | `0` |
| DP Wirelength | `about 1.1 mm` |
| IO Pins | `4` |
| Net switching power | `between 0.1 and 0.15 mW` |
| Synth area leader | `dfrtp_1` |
| DRC | `0` |
| Initial antenna violation count | `0` |
| CTS resizes | `0` |
| Clock Power Share | `about two fifths` |
| Layout cells sized above 1 | `roughly 13%` |
| Worst path max stage delay | `0.96 ns` |
| First-pass GRT wire length | `just under 3 mm` |
| Core ar. | `around 0.0073 mm2` |
| Critical-path maximum fanout | `31` |
| DP Worst Slack | `~2.7 ns` |
| Req. time, crit path | `roughly 5.2 ns` |
| CTS tree | `done` |
| Final hold vios | `0` |
| Worst Setup Path Type | `in -> reg` |
| Uppermost layer routed | `met4` |
| Log Warnings | `27` |
| Final ANT Viol Nets | `0` |
| Cells after Synth | `~95` |
| Power share of the sequential group | `a little under half` |
| Vias in the first global route | `662` |
| Grt ovf | `0` |
| Power Density | `just over 400 mW/mm2` |
| Hold Path Stages | `1` |
| FP Rows | `31` |
| Port Buffer Count | `3` |
| Clk ins delay skew pair | `about 0.28 ns` |
| Clock transition at path regs | `approximately 0.060 ns` |
| Most used logic cell in the final layout | `dfrtp_1` |
| Die width | `107 um` |
| RSZ-0062 raised after global routing | `false` |
| Final min period | `approximately 2.1 ns` |
| WL met2 | `around 710 um` |
| Yosys Chip Area | `about 0.0012 mm2` |
| Ant diodes | `0` |
| Critical Path AT | `around 2.3 ns` |
| Clock buffer depth | `2` |
| DR vias/cell | `roughly 3.2` |
| Post-synth area hogs | `dfrtp_1 (67%), and2_1 (14%), nor4_2 (4.1%)` |
| Root Buffer | `clkbuf_8` |
| Setup Skew | `between 0.004 and 0.005 ns` |
| DR pass1 iterations | `3` |
| Worst-Margin Slew | `approximately 0.76 ns` |
| Routability cong. | `roughly 0.73` |
| Synth warn | `1` |
| Post-route setup slack | `2.94 ns` |
| Overall routing resource usage | `3.09%` |
| Sw Share | `22.3%` |
| Cell Type Count | `16` |
| Fin. max-slew vios | `0` |
| Post-synthesis register bit count | `33` |
| Area Overhead vs Synth | `21.6%` |
| Fmax | `about 490 MHz` |
| Internal power | `between 0.4 and 0.5 mW` |
| Worst setup EP type | `flop` |
| Detailed Route Iter0 Violations | `22` |
| Slew HR | `49.3%` |
| Hold-fix buffers, CTS | `0` |
| Post-Syn Area per Cell | `13.0 um2` |
| Syn Std Cell Area | `0.00123 mm2` |
| Clock sink count | `33` |
| Max H-tree Level | `2` |
| Critical path, cell by cell | `clkdlybuf4s50_1 -> inv_1 -> a21oi_1` |
| Crit-path slowest cell | `clkdlybuf4s50_1` |
| Top logic cells by instance count in the layout | `dfrtp_1 (33), and2_1 (28), inv_1 (6), clkbuf_8 (6), nor4_2 (4)` |
| DR WL met3 | `between 60 and 70 um` |
[logic make-up (layout without fill, tap and decap cells)]
family / after synthesis / count (layout) / synth area share, %
AND/OR/NAND/NOR: 45 / 45 / 24.9
flip-flops: 33 / 33 / 67.1
buffers and inverters: 9 / 18 / 2.74
AND-OR/OR-AND: 5 / 5 / 2.24
adder cells (fa/ha/maj): 3 / 3 / 3.05
[power groups by stage]
stage	sequential (mW)	clock (mW)	combinational [mW]
CTS	0.291	0.259	0.0822
global route	0.293	0.267	0.0949
finish	0.290	0.252	0.0802
[synth_stat cells]
cell type / instances
o21ai_0: 2
nor2_1: 1
o21a_1: 1
and2_1: 28
nor3_1: 1
nand4_1: 3
dfrtp_1: 33
clkbuf_1: 3
inv_1: 6
and2_2: 1
ha_1: 3
or3_1: 2
nor4_2: 4
nor3b_1: 2
a21oi_1: 2
nor4_1: 3
[area by class of cell]
type                       instances  area, um2
tap                               99        124
timing repair buffer               4       37.5
inverter                           6       22.5
clock inverter                     1       30.0
sequential                        33        826
fill                             793       5790
multi-input combinational         53        372
clock buffer                       7       86.3
[flip-flops by register name, summed over array words and instances (netlist names)]
name and flops:
counter 32, time_up 1
[final timing paths]
path	start	endpoint	slack, ns
max	start_timer	counter[1]	2.94
min	counter[13]	counter[13]	0.49
max reg2reg	counter[26]	counter[1]	3.38
min reg2reg	counter[13]	counter[13]	0.49
max in group asynchronous	rst	counter[14]	3.61
min in group asynchronous	rst	counter[22]	1.11
[per-stage QoR]
step	instance area, um2	cells	total power [mW]	utilization [%]
floorplan	1230	95	0.351	-
global placement	1380	195	0.374	18.9
detailed placement	1380	195	0.376	18.9
CTS	1500	203	0.632	20.5
global route	1500	203	0.655	20.5
finish	1500	203	0.622	20.5
[per-layer routing]
metal | vias up | GRT usage, %
li1 | 328 | -
met1 | 311 | 4.04
met2 | 9 | 4.70
met3 | 8 | 0.910
met4 | 0 | 1.26
met5 | - | 0
[critical path: cells and delay by family]
family | cells | cell delay, ns
AOI/OAI and AO/OA | 1 | 0.15
buffers and inverters | 2 | 1.11
No activity file was given, so power comes from the tool's default toggle rates.
